### flow/constraint.sdc
current_design Gen_txen_DAT

set clk_period 2.9
set clk_io_pct 0.2

create_clock -name clk0 -period $clk_period [get_ports {clk}]

set non_clock_inputs [all_inputs -no_clocks]
set_input_delay [expr $clk_period * $clk_io_pct] -clock clk0 $non_clock_inputs
set_output_delay [expr $clk_period * $clk_io_pct] -clock clk0 [all_outputs]
### flow/config.mk
export PLATFORM = sky130hd
export DESIGN_NAME = Gen_txen_DAT
export DESIGN_NICKNAME = Gen_txen_DAT
export VERILOG_FILES = /design/flow/design.v
export SDC_FILE = /design/flow/constraint.sdc
export NUM_CORES = 4
export LEC_CHECK = 1
export CORE_AREA = 10 10 70 70
export DIE_AREA = 0 0 80 80
### flow/design.v
`timescale 1ns / 1ps
module Gen_txen_DAT(
	input clk,
	output reg txen=0,
	input st,
	output wire[15:0] DAT,
	output wire[15:0] CW_TX,
	output wire[15:0] DW_TX
);
assign CW_TX = 16'hDEF0;  
assign DW_TX = 16'h2233;  
assign DAT = txen? CW_TX : DW_TX;
reg[10:0] cb_txen=0;
wire ce_end = (cb_txen==1100);  
always @ (posedge clk) begin
	txen <= st? 1 : ce_end? 0 : txen;
	cb_txen <= st? 0 : txen? cb_txen+1 : cb_txen;
end
endmodule
### flow/run.sh
#!/bin/bash
# OpenROAD 26Q1-2900-gdf79404cd8, Yosys 0.63+post, stock flow scripts
make -C /OpenROAD-flow-scripts/flow DESIGN_CONFIG=/design/flow/config.mk WORK_HOME=/design/flow/orfs finish
==> results.py <==
# Auto-generated metrics
metrics = {
    "clock_network": {
        "post_cts_hold_buffer_count": 0,
        "worstSkewPairLatency_ns": 0.27,
        "cts_tree": "built",
        "cts-resized-gates": 0,
        "cts.root.buffer_cell": "sky130_fd_sc_hd__clkbuf_4",
        "cts-htree-levels": 1,
        "max-clock-path-buffers": 2,
        "clkSlewWorstSetupHoldPaths_ns": 0.07,
        "tritoncts.num_buffers": 3,
        "clock_sink_count": 12,
        "cts.repair_timing.setup_buffer_count": 0,
    },
    "power": {
        "max-vdd-ir-drop_mv": 0.0912,
        "switchingPower_uw": 70.8,
        "power_per_cell_area_nw_per_um2": 327,
        "p_leak_uw": 0.000388,
        "power.share.clock_pct": 34.3,
        "swShare_pct": 24.0,
        "combPwrFrac_pct": 6.5,
        "power_frac_seq_pct": 59.2,
        "internal_power_uw": 224,
    },
    "routing": {
        "vias_per_cell": 3.51,
        "routed-via-count": 569,
        "route.antenna.diode_count": 0,
        "dr_pass1_iterations": 2,
        "avgRoutedWirePerCell_um": 10.3,
        "wirelength_um": 1670,
        "drc": 0,
        "drt_first_iter_violations": 64,
        "drtAntennaViolNets": 0,
    },
    "grt": {
        "antenna_violations_before_repair": 0,
        "first_global_vias": 630,
        "grt_start_max_net_pins": 19,
        "track_usage_pct": 4.96,
        "overflow": 0,
        "grt_first_pass_wirelength_um": 2750,
    },
    "critical_path": {
        "worst-path-max-fanout": 18,
        "cp_data_arrival_time_ns": 1.54,
        "end_kind": "output port",
        "r2r_setup_slack_ns": 1.19,
        "critical_path.startpoint_type": "flip-flop",
        "reg2reg_from": "txen$_SDFFE_PP1N_",
        "path_class": "reg2out",
        "cp.required_ns": 2.32,
        "timing.rr.end": "cb_txen[10]$_SDFFE_PP0P_",
        "worstRegToRegCells": 3,
    },
    "timing": {
        "grt_setup_unrepaired": "no",
        "period_minus_slack_ns": 2.12,
        "setup_viol": 0,
        "timing_hold_violations_final": 0,
        "timing_limited_maximum_frequency_ghz": 0.471,
        "slew-limit-headroom_pct": 62.2,
        "clock_skew_ns": 0.000774,
        "worst_slack_ns": 0.778,
        "finalClockPeriodUsage_pct": 73.2,
        "slew_viol_final": 0,
        "tightest_slew_ns": 0.567,
        "tns_ns": 0,
    },
    "synth": {
        "synth-edff-count": 0,
        "ys_types": 24,
        "ys_seq_share_pct": 25.8,
        "synthSimpleGateAreaFrac_pct": 17.2,
        "synth_chip_area_um2": 930,
        "synthesis.area_um2": 930,
        "ff_type": "sky130_fd_sc_hd__dfxtp_1",
        "yosys.area_share.aoi_pct": 5.38,
        "synth.area.mux_share_pct": 3.50,
        "syn_avg_cell_area_um2": 8.15,
        "synth_xor_xnor_area_share_pct": 3.77,
        "async_reset_ff_share_pct": 0,
        "synth-cells-yosys": 114,
        "ys_sh_adder_pct": 2.69,
        "total_of_warnings_raised_by_yosys": 1,
        "main_combinational_cell_family_by_area_after_synthesis": "buffers and inverters",
        "synth_cells": 114,
        "yosys_register_bits": 12,
    },
    "floorplan": {
        "floorplan.die_area_um2": 6400,
        "die_w_um": 80,
        "fp_util_pct": 27.2,
        "fp-row-count": 21,
        "die.size.y_um": 80,
        "num_io_pins": 51,
        "placeableCoreArea_um2": 3420,
    },
    "flow_run": {
        "warning_count": 26,
        "timing.max_cap.violations": 0,
    },
    "cells_and_area": {
        "final_layout_size_suffix_gt1_share_pct": 4.31,
        "fin_cells": 162,
        "fill_cells": 383,
        "layout_top_cells_excl_fill_tap": "sky130_fd_sc_hd__conb_1, sky130_fd_sc_hd__dfxtp_1, sky130_fd_sc_hd__clkdlybuf4s50_1",
        "syn2layout_area_growth_pct": -3.10,
        "utilization_pct": 26.4,
        "lay_top_count": "sky130_fd_sc_hd__conb_1",
        "fin_area_um2": 901,
    },
    "placement": {
        "detailedPlace.worstSlack_ns": 1.05,
        "buffers_on_ports": 12,
        "detailed_place_hpwl_um": 1370,
        "placed_cells": 159,
        "finalWeightedCongestion": 0.796,
        "dpl-instance-area_um2": 878,
    },
    "min_path": {
        "min_path_type": "reg2reg",
        "hold-path-cell-count": 2,
        "launch_instance_of_the_worst_min_delay_path": "cb_txen[9]$_SDFFE_PP0P_",
        "min_delay_worst_endpoint": "cb_txen[9]$_SDFFE_PP0P_",
    },
    "run_status": {
        "run_status": "finished clean",
    },
}
## sequential cells by signal, indices dropped and copies added (netlist names)
signal   cells
cb_txen     11
txen         1
## metal layers
layer,global-route usage [%],part of all wire [%],vias to the layer above
met5,0,0,-
met4,1.41,1.9,0
met3,0.682,2.6,2
met2,8.51,49,22
met1,6.29,47,247
li1,-,-,298
## critical path: stages (launching register included)
cell and delay [ns]:
sky130_fd_sc_hd__dfxtp_1 0.68, sky130_fd_sc_hd__inv_1 0.14, sky130_fd_sc_hd__clkdlybuf4s50_1 0.45
## power by group through the flow
stage,clock (uW),combinational [uW],sequential (uW)
CTS,107,21.1,174
global route,111,24.4,175
finish,101,19.2,175
## worst max-delay path by stage
stage	cells past startpoint	slack, ns	endpoint	from
final	2	0.78	DAT[1]	txen$_SDFFE_PP1N_
after global routing	2	0.63	DAT[0]	txen$_SDFFE_PP1N_
after CTS	2	0.74	DAT[1]	txen$_SDFFE_PP1N_
## synthesized netlist by cell type (all sizes together) (3+ instances only)
library cell	count	share of area [%]
a21oi	4	2.2
buf	48	39
dfxtp	12	26
nand4	5	3.4
nand2	3	1.2
inv	4	1.6
nor2	7	2.8
xor2	3	2.8
o21ai	3	1.6
nand3	4	2.2
## cell type report
type                            count  area, um2  area share (%)
Clock buffer                        3       22.5            2.50
Inverter                            4       15.0            1.67
Multi-Input combinational cell     85        445            49.4
Sequential cell                    12        240            26.7
Tap cell                           46       57.6            6.39
Timing Repair Buffer               12        120            13.3
## through the flow
step	power [uW]	hold WS [ns]
final	295	0.510
after global routing	311	0.570
after CTS	302	0.514
after detailed placement	199	0.498
after global placement	199	0.495
after floorplan	225	0.465
## kinds of logic after synthesis
| kind of cell | after synthesis |
|---|---|
| XOR/XNOR | 4 |
| flip-flops | 12 |
| multiplexers | 3 |
| AND/OR/NAND/NOR | 29 |
| other | 2 |
| AND-OR/OR-AND | 9 |
| buffers and inverters | 53 |
| adder cells (fa/ha/maj) | 2 |
No activity file was given, so power comes from the tool's default toggle rates.
